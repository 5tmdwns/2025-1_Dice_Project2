$ cat flow/run.sh
#!/bin/bash
# OpenROAD 26Q1-2900-gdf79404cd8, Yosys 0.63+post, stock flow scripts
make -C /OpenROAD-flow-scripts/flow DESIGN_CONFIG=/design/flow/config.mk WORK_HOME=/design/flow/orfs finish
$ cat flow/design.v
`timescale 1ns / 1ps
module baudgen_rx #(
		    parameter BAUD_DIV = 1250
		    )(
		      input wire  rst,
		      input wire  clk,
		      input wire  baud_clk_en,
		      output wire baud_clk
		      );
   localparam N = $clog2(BAUD_DIV);
   localparam M = $clog2(BAUD_DIV >> 1);
   reg [N-1:0] 			  divide_cnt = 0;
   assign baud_clk = (divide_cnt == M) ? baud_clk_en : 0;
   always @(posedge clk) begin
      if (rst) divide_cnt <= 0;
      else begin
	 if (baud_clk_en) divide_cnt <= (divide_cnt == BAUD_DIV - 1) ? 0 : divide_cnt + 1;
	 else divide_cnt <= BAUD_DIV - 1;
      end
   end
endmodule
`timescale 1ns / 1ps
module husky_parser(
		    input wire 	     clk,
		    input wire 	     rst,
		    input wire 	     rx_husky,
		    input wire 	     req_bluetooth_done,
		    output reg 	     req_bluetooth_start,
		    output reg [7:0] req_bluetooth_data,
		    output reg [15:0] origin_x,
            output reg [15:0] target_x,
            output reg [15:0] origin_y,
            output reg [15:0] target_y
		    );
   wire 			     rx_husky_done;
   wire [7:0] 			     rx_husky_data;
   uart_rx
     uart_rx_husky_inst (
			 .clk(clk),
			 .rst(rst),
			 .rx(rx_husky),
			 .rx_done(rx_husky_done),
			 .rx_data(rx_husky_data));
   localparam IDLE = 4'b0000;
   localparam HEADER1 = 4'b0001;
   localparam HEADER2 = 4'b0010;
   localparam ADDR = 4'b0011;
   localparam LEN = 4'b0100;
   localparam CMD = 4'b0101;
   localparam DATA_LOAD = 4'b0111;
   localparam DATA_WAIT = 4'b1000;
   localparam SEND = 4'b1001;
   localparam SEND_WAIT = 4'b1010;
   reg [3:0] 			     state, next_state;
   reg [3:0] 			     byte_count;
   reg [7:0] 			     buffer [0:9];
   reg [3:0] 			     send_index;
   always @(posedge clk) begin
      if (rst) begin
	 state <= IDLE;
	 byte_count <= 4'd0;
	 send_index <= 4'd1;
	 req_bluetooth_start <= 1'b0;
	 req_bluetooth_data <= 8'd0;
      end 
      else begin
	 state <= next_state;
	 req_bluetooth_start <= 1'b0;
	 case (state)
	   IDLE : begin
	      if (rx_husky_done && rx_husky_data == 8'h55) next_state <= HEADER1;
	   end
	   HEADER1 : begin
              if (rx_husky_done && rx_husky_data == 8'hAA) next_state <= HEADER2;
	   end
	   HEADER2 : begin
              if (rx_husky_done && rx_husky_data == 8'h11) next_state <= ADDR;
	   end
	   ADDR : begin
              if (rx_husky_done) next_state <= LEN;
	   end
	   LEN : begin
              if (rx_husky_done) next_state <= CMD;
	   end
	   CMD : begin
              if (rx_husky_done && rx_husky_data == 8'h2B) begin
		 next_state <= DATA_LOAD;
		 byte_count <= 4'd0;
              end
	   end
	   DATA_LOAD : begin
	      buffer[byte_count] <= rx_husky_data;
	      next_state <= DATA_WAIT;
	   end
	   DATA_WAIT : begin
	      if (rx_husky_done) begin
		 if (byte_count == 4'd9) begin
		    next_state <= SEND;
		    byte_count <= 4'd0;
		    send_index <= 4'd1;
		 end
		 else begin
		    byte_count <= byte_count + 4'd1;
		    next_state <= DATA_LOAD;
		 end
	      end
	   end
	   SEND : begin
	      req_bluetooth_data <= buffer[send_index];
	      req_bluetooth_start <= 1'b1;
	      next_state <= SEND_WAIT;
	   end
	   SEND_WAIT : begin
	    if (req_bluetooth_done) begin
		 if (send_index == 4'd8) begin
		    origin_x <= {buffer[2], buffer[1]};
		    origin_y <= {buffer[4], buffer[3]};
		    target_x <= {buffer[6], buffer[5]};
		    target_y <= {buffer[8], buffer[7]};
		    send_index <= 4'd1;
		    next_state <= IDLE;
		 end
		 else begin
		    send_index <= send_index + 4'd1;
		    next_state <= SEND;
		 end
	    end
	   end
	 endcase
      end
   end
endmodule
`timescale 1ns / 1ps
module uart_rx(
	input wire clk,
	input wire rst,
	input wire rx,
	output reg rx_done,
	output reg [7:0] rx_data
    );
	wire baud_clk;
	reg baud_clk_en, bit_counter_rst, load, rx_temp;
	reg [1:0] state, next_state;
	reg [3:0] bit_counter;
	reg [9:0] raw_rx_data;
	localparam IDLE = 2'b00;
	localparam RECEIVE = 2'b01;
	localparam LOAD = 2'b10;
	localparam DONE = 2'b11;
	baudgen_rx
	baudgen_rx_inst (
		.rst(rst),
		.clk(clk),
		.baud_clk_en(baud_clk_en),
		.baud_clk(baud_clk));
	always @(posedge clk) begin
		if (rst) begin
			state <= IDLE;
			bit_counter <= 4'd0;
			rx_data <= 8'd0;
			rx_temp <= 1'b1;
			raw_rx_data <= 10'd0;
			end 
		else begin
			rx_temp <= rx;
			state <= next_state;
			if (bit_counter_rst) bit_counter <= 4'd0;
			else if (baud_clk) bit_counter <= bit_counter + 4'd1;
			if (baud_clk) raw_rx_data <= {rx_temp, raw_rx_data[9:1]};
			if (load) rx_data <= raw_rx_data[8:1];
		end
	end
	always @(posedge clk) begin
		if (rst) state <= IDLE;
		else state <= next_state;
	end
	always @(*) begin
		next_state = state;
		case (state)
			IDLE : begin
				baud_clk_en = 1'b0;
				bit_counter_rst = 1'b1;
				load = 1'b0;
				rx_done = 1'b0;
				if (rx_temp == 1'b0) next_state = RECEIVE;
			end
			RECEIVE : begin
				baud_clk_en = 1'b1;
				bit_counter_rst = 1'b0;
				load = 1'b0;
				rx_done = 1'b0;
				if (bit_counter == 4'd10) next_state = LOAD;
			end
			LOAD : begin
				baud_clk_en = 1'b0;
				bit_counter_rst = 1'b0;
				load = 1'b1;
				rx_done = 1'b0;
				next_state = DONE;
			end
			DONE : begin
				baud_clk_en = 1'b0;
				bit_counter_rst = 1'b0;
				load = 1'b0;
				rx_done = 1'b1;
				next_state = IDLE;
			end
			default : begin
				baud_clk_en = 1'b0;
				bit_counter_rst = 1'b0;
				load = 1'b0;
				rx_done = 1'b0;
			end
		endcase
	end
endmodule
$ cat flow/constraint.sdc
current_design husky_parser

set clk_period 12.8
set clk_io_pct 0.2

create_clock -name clk0 -period $clk_period [get_ports {clk}]

set non_clock_inputs [all_inputs -no_clocks]
set_input_delay [expr $clk_period * $clk_io_pct] -clock clk0 $non_clock_inputs
set_output_delay [expr $clk_period * $clk_io_pct] -clock clk0 [all_outputs]
$ cat flow/config.mk
export PLATFORM = sky130hd
export DESIGN_NAME = husky_parser
export DESIGN_NICKNAME = husky_parser
export VERILOG_FILES = /design/flow/design.v
export SDC_FILE = /design/flow/constraint.sdc
export NUM_CORES = 4
export LEC_CHECK = 1
export CORE_UTILIZATION = 40
==> deck_impl_summary.md <==
Key Metrics from the Run

Synth
  – Sequential share of the synthesized area: 72.9%
  – Mapped Cells: 594
  – Yosys Instances: 594
  – AND/OR/NAND/NOR Cells, Area Fraction: 8.26%
  – Total of warnings raised by yosys: 5
  – Number of enable flip-flop cells: 196
  – Top logic family: multiplexers
  – Largest cells by area: edfxtp_1 (61%), dfxtp_1 (12%), mux4_2 (5.6%)
  – Leading area contributor after synthesis: edfxtp_1
  – Max-area cell share: 60.9%
  – Compound Share, Synth: 5.24%
  – XORs/XNORs by Area: less than 1%
  – Mapped cell area: 9660 um2
  – Yosys chip area: around 9700 um2
  – Synthesized registers: 254
  – Syn Area/Cell: 16.3 um2
  – Async S/R FF share, synth: 0%
  – Synth unique cells: 56
  – Mux frac, synth: 10.1%
  – Adder-Cell Fraction of Synth Area: 0.907%
  – Post-synth top flop: edfxtp_1

Drt
  – Via count: 5349
  – Metal-1 WL: between 7000 and 8000 um
  – Initial DRC count: 340
  – WL per Instance: 18.2 um
  – Remaining antenna violation count after routing: 0
  – Antenna diodes: 0
  – Met3 Routed Length: 1990 um
  – Pre-Repair DR Iteration Count: 4
  – Final wirelength: 18600 um
  – Remaining DRCs: 0
  – Drt via density: 5.24
  – Highest routed layer: met4
  – Met2 WL: 8380 um

Worst hold path
  – Worst Hold End: target_x[6]
  – Hold Crit Depth: 0
  – Hold Crit Class: reg -> reg
  – Hold path start: buffer[5][6]

Placement
  – HPWL after DPL: between 10000 and 15000 um
  – Port Buffers: 76
  – DP Cell Count: 973
  – GPL Wtd Cong: 0.825

Die
  – Io pins: 77
  – Die X: 157 um
  – Initial core utilization: 40.9%
  – Placement Rows: 56
  – Core Box Area: roughly 24000 um2
  – Die Size: 24800 um2
  – Die Y-Extent: 157 um

Status
  – Outcome: finished clean

Critical path
  – RR Startpoint: state[2]
  – RR Endpoint: buffer[5][6]
  – Crit Path Class: in -> reg
  – Critical Path End Type: flop
  – Worst Path Required: 12970 ps
  – Crit path launch type: input pin
  – Crit-path max FO: 38
  – Reg2Reg Depth: 4
  – R2R Setup Slk: 9970 ps
  – CP arrival: 4740 ps

Clock network
  – Worst-Skew Late Latency: around 540 ps
  – Htree depth: 1
  – Number of CTS-inserted buffers: 27
  – Worst-path clk slew: 60 ps
  – Post-CTS Setup Repair Bufs: 0
  – CTS Sinks: 254
  – Post-cts sizing count: 0
  – Hold Buf Count CTS: 0
  – Root buf cell: clkbuf_16
  – CTS tree: built
  – Clock buffer depth: 3

Job
  – Max cap viols: 0
  – Tool warning count: 29

STA
  – Setup-failing EPs final: 0
  – Tcrit/Tclk final: between 30% and 40%
  – Fin. Hold Viols: 0
  – RSZ-0062 raised after global routing: no
  – Slew @ Worst Pin: around 900 ps
  – FMAX: 219 MHz
  – Fin. max-slew vios: 0
  – Final Critical Period: 4570 ps
  – Normalized max-slew margin: 39.8%
  – Setup TNS: 0 ps
  – Worst clock skew: 25.6 ps

Pwr
  – Internal Power: between 1 and 1.5 mW
  – Net Sw Frac: 19.8%
  – Logic pwr share: 1.4%
  – VDD IR max: roughly 0.084 mV
  – Cell Pwr Density: 139 nW/um2
  – Tot Pwr: 1.61 mW
  – Clk pwr share: 43.6%
  – Sequential group share of total power: 55.0%
  – Static Leakage: 3.91 nW
  – Switch Pwr: roughly 0.32 mW

Final layout
  – Area growth, synth to finish: 20.0%
  – Share of cells above drive strength 1: 11.4%
  – Most numerous logic cell after layout: edfxtp_1
  – Most common logic cells in the final layout: edfxtp_1 (196), clkdlybuf4s50_1 (76), dfxtp_1 (57)
  – Fill cell count: 1926
  – Cell Count, Final, Fillers Out: 1021

Global route
  – GRT overflow: 0
  – First-pass GRT wire length: around 30000 um
  – Largest net degree at the start of global routing: 65
  – Initial antenna violation count: 0
  – Vias in the first global route: 5544
  – GRT Resource Usage Total: 17.0%
power by group through the flow:
stage / clock network (mW) / logic [mW] / registers [mW]
4_1_cts: 0.718 / 0.0232 / 0.886
5_1_grt: 0.749 / 0.0254 / 0.886
6_report: 0.701 / 0.0229 / 0.886
critical path, stage by stage:
cell and delay, ps:
clkdlybuf4s50_1 400, buf_4 250, nor3b_1 490, nand3_1 300
nor2_1 730
state kept, by name, indices dropped and copies added, names as in the netlist, 8 cells and up:
name,cells
origin_y,16
target_y,16
req_bluetooth_data,8
buffer,128
target_x,16
uart_rx_husky_inst.baudgen_rx_inst.divide_cnt,11
uart_rx_husky_inst.raw_rx_data,9
uart_rx_husky_inst.rx_data,8
origin_x,16
area by class of cell:
type | instances | area, um2 | share of cell area [%]
clock buffer | 37 | 733 | 6.33
sequential | 254 | 7050 | 60.8
inverter | 10 | 37.5 | 0.324
clock inverter | 11 | 67.6 | 0.583
multi-input combinational | 303 | 2460 | 21.2
tap | 319 | 399 | 3.44
timing repair buffer | 87 | 843 | 7.28
synth_stat cells (3+ instances only):
cell type	number
edfxtp_1	196
dfxtp_1	58
mux2i_1	42
nor2_1	41
mux4_2	24
nand2_1	22
clkbuf_1	19
nand3_1	17
o21ai_0	16
nand2b_1	15
a21oi_1	10
nor2b_1	10
inv_1	9
xor2_1	8
a22oi_1	7
ha_1	7
a32oi_1	6
and4_1	6
buf_2	6
nor3_1	5
nor3b_1	4
or2_2	4
a211oi_1	3
nand4bb_1	3
nor4b_1	3
o2111ai_1	3
o211ai_1	3
o21a_1	3
or3_1	3
xnor2_1	3
through the flow:
step / worst slack (ps) / util, % / hold slack, ps / instance area [um2]
6_report: 8230 / 49.1 / 440 / 11600
5_1_grt: 8020 / 49.1 / 446 / 11600
4_1_cts: 8250 / 49.1 / 442 / 11600
3_5_place_dp: 7710 / 45.7 / 432 / 10800
3_3_place_gp: 7940 / 45.7 / 434 / 10800
2_1_floorplan: 8120 / - / 413 / 9660
cells by family (layout without fill, tap and decap cells):
kind of cell / after synthesis / in the layout
flip-flops: 254 / 254
AND/OR/NAND/NOR: 146 / 146
AND-OR/OR-AND: 72 / 72
multiplexers: 67 / 67
buffers and inverters: 37 / 145
XOR/XNOR: 11 / 11
adder cells (fa/ha/maj): 7 / 7
how the worst max path moves through the flow:
stage     startpoint      endpoint  slack [ps]
6_report         rst  buffer[5][6]        8230
5_1_grt          rst  buffer[5][0]        8020
4_1_cts          rst  buffer[5][6]        8250
per-layer routing:
| metal | vias to the layer above | GRT usage (%) |
|---|---|---|
| met5 | - | 0 |
| met4 | 0 | 4.02 |
| met3 | 35 | 8.21 |
| met2 | 264 | 24.7 |
| met1 | 2551 | 24.6 |
| li1 | 2499 | - |
Power and IR drop assume default switching activity.
