===== /design/flow/design.v =====
`timescale 1ns / 1ps
module buzzer(
	      input wire 	clk,  
	      input wire 	rst,  
	      input wire [15:0] distance,  
	      input wire 	valid,  
	      output reg 	buzzer           
	      );
   reg [31:0] 			tone_cnt = 0;
   reg [31:0] 			tone_period = 15000;  
   reg [31:0] 			beep_cnt = 0;
   reg [31:0] 			beep_period = 0;
   reg 				tone_en = 0;
   always @(posedge clk) begin
      if (rst) begin
         beep_period <= 0;
      end else if (valid) begin
         if (distance < 10)
           beep_period <= 100000;    
         else if (distance < 15)
           beep_period <= 300000;    
         else if (distance < 20)
           beep_period <= 600000;    
         else if (distance < 25)
           beep_period <= 1200000;   
         else if (distance < 30)
           beep_period <= 2400000;   
         else
           beep_period <= 32'hFFFFFFFF;  
      end
   end
   always @(posedge clk) begin
      if (rst) begin
         beep_cnt <= 0;
         tone_en <= 0;
      end else if (beep_period == 32'hFFFFFFFF) begin
         tone_en <= 0;                
         beep_cnt <= 0;
      end else begin
         beep_cnt <= beep_cnt + 1;
         if (beep_cnt >= beep_period) begin
            beep_cnt <= 0;
            tone_en <= ~tone_en;     
         end
      end
   end
   always @(posedge clk) begin
      if (rst) begin
         tone_cnt <= 0;
         buzzer <= 0;
      end else if (!tone_en) begin
         tone_cnt <= 0;
         buzzer <= 0;
      end else begin
         tone_cnt <= tone_cnt + 1;
         if (tone_cnt < tone_period / 2)
           buzzer <= 1;
         else if (tone_cnt < tone_period)
           buzzer <= 0;
         else
           tone_cnt <= 0;
      end
   end
endmodule

===== /design/flow/run.sh =====
#!/bin/bash
# OpenROAD 26Q1-2900-gdf79404cd8, Yosys 0.63+post, stock flow scripts
make -C /OpenROAD-flow-scripts/flow DESIGN_CONFIG=/design/flow/config.mk WORK_HOME=/design/flow/orfs finish

===== /design/flow/config.mk =====
export PLATFORM = sky130hd
export DESIGN_NAME = buzzer
export DESIGN_NICKNAME = buzzer
export VERILOG_FILES = /design/flow/design.v
export SDC_FILE = /design/flow/constraint.sdc
export NUM_CORES = 4
export LEC_CHECK = 1
export CORE_UTILIZATION = 50

===== /design/flow/constraint.sdc =====
current_design buzzer

set clk_period 4.9
set clk_io_pct 0.2

create_clock -name clk0 -period $clk_period [get_ports {clk}]

set non_clock_inputs [all_inputs -no_clocks]
set_input_delay [expr $clk_period * $clk_io_pct] -clock clk0 $non_clock_inputs
set_output_delay [expr $clk_period * $clk_io_pct] -clock clk0 [all_outputs]

==> run summary <==
fresh numbers from the pnr run: status finished, final reports clean, Num Clock Sinks 80, period utilisation layout 0.6043, top post-synthesis cells by area dfxtp_1, ha_1, xor2_1, HP Start buzzer$_SDFFE_PP0P_, die height 91.03 um, Pre-antenna DRT Iters 5, WP data required 5190 ps, Leak 0.001758 uW, reg2reg end beep_cnt[4]$_SDFF_PP0_, core area 7687 um^2, Via density 5.115, Log Warnings 25, endpoints failing setup 0, sequential fraction of the synthesis area 0.4042, TritonCTS Buffers 9, global-route wire length before repair 13100 um, initial antenna violation count 0, Worst-path clk slew 90 ps, Crit. End Element flop, # Cells Yosys 433, DRC viols 0, grt ovf 0, Area leader share 0.4042, IO Pins 20, crit path time final 2961 ps, Synth flops 80, Yosys Warn Count 1, root buf cell clkbuf_8, Storage cell area 1602 um^2, cell count after synthesis 433, vias after detailed routing 2946, Tot GR Track Use 0.1977, Final Hold Viols 0, final instance count without filler cells 576, RSZ-0062 raised after global routing no, Reg-to-Reg Start beep_period[30]$_SDFFE_PP0P_, Multi-input gate area 2237 um^2, post-CTS sizing 0, maxcap violations 0, final core utilization 0.5864, worst slew pin tran 653.9 ps, Layout fillers 688, Setup Buffers After CTS 0, Final Skew 13.03 ps, IO buf count 19, Routed WL 7243 um, flip-flops with a built-in enable 0, Slew Viols, Final 0, routed len/inst 12.57 um, Diodes inserted 0, FMAX 337.7 MHz, Layout area overhead 13.77%, 1st-iter DRT viols 124, gpl congestion 0.8513, CTS max path bufs 2, largest net degree at the start of global routing 22, share of layout cells above drive strength 1 0.08017, Hold Buf Count CTS 0, die area 8286 um^2, Chip Area, Yosys 3963 um^2, Initial Utilization 0.5155, total power 1322 uW, kind of critical path flop to flop, Hold Crit Class flop to flop, CTS tree built, Placed Cells 560, CTS HTree Levels 3, Yosys top cell by area dfxtp_1, Pwr Density 293.2 nW/um^2, num rows 32, crit path launch type flop, worst hold path depth 2, crit path DAT 3250 ps, Post-DP HPWL 5317 um, Synth Cell Area 3963 um^2, Async SR Flop Fraction 0, main flop type dfxtp_1, TNS Setup 0 ps, CP max FO 21, Die W 91.03 um, Max-slew headroom 0.5607, clock latency at the later pin of the worst-skew pair 350 ps, Routed Antenna Nets 0, R2R Setup Slk 1940 ps, mean post-synth cell area 9.151 um^2, cells on worst reg2reg path 8, Max VDD drop 250.2 uV, vias in the first global route 2862, hold endpoint buzzer$_SDFFE_PP0P_, Unique cell types 53
[cells in the mapped netlist (all sizes together) (5+ instances only)]
cell / instances
nor4: 6
xor2: 25
dfxtp: 80
nand3: 27
clkbuf: 7
a211oi: 10
nor2: 68
o21ai: 5
buf: 6
a21oi: 20
nand2: 25
inv: 27
a21o: 5
ha: 34
xnor2: 17
nand4: 16
nor3: 9
[worst max path at each step]
stage	from	to	slack, ps	depth (start not counted)
CTS	beep_period[30]$_SDFFE_PP0P_	beep_cnt[13]$_SDFF_PP0_	1890	8
global route	beep_period[30]$_SDFFE_PP0P_	beep_cnt[10]$_SDFF_PP0_	1520	8
finish	beep_period[30]$_SDFFE_PP0P_	beep_cnt[4]$_SDFF_PP0_	1940	8
[per-layer routing]
| layer | GRT usage | routed length, um |
|---|---|---|
| met4 | 0.01984 | 78 |
| met3 | 0.03316 | 229 |
| met2 | 0.3100 | 3232 |
| met1 | 0.3078 | 3703 |
| met5 | 0 | 0 |
[stage by stage]
stage | setup slack, ps | hold slack, ps | area [um^2]
6_report | 1939 | 464.4 | 4508
4_1_cts | 1893 | 466.5 | 4508
5_1_grt | 1523 | 492.5 | 4508
2_1_floorplan | 2650 | 418.1 | 4026
3_3_place_gp | 1915 | 446.4 | 4273
3_5_place_dp | 1902 | 453.4 | 4273
[where the power goes]
group	total, uW	leakage (uW)	switching, uW	internal [uW]
Sequential	680	0.000656	11.8	668
Combinational	82.5	0.000982	45.9	36.6
Clock	560	0.000119	251	309
Total	1320	0.00176	308	1010
[flip-flops by register name, indices dropped and copies added, names as in the netlist]
| signal | cells |
|---|---|
| beep_cnt | 32 |
| tone_cnt | 32 |
| tone_en | 1 |
| beep_period | 14 |
| buzzer | 1 |
[kinds of logic (layout without fill, tap and decap cells)]
kind of cell / after synthesis / count (layout) / synth area share
mux: 1 / 1 / 0.002526
simple gates: 171 / 171 / 0.2318
xor+xnor: 42 / 42 / 0.09283
buf+inv: 40 / 64 / 0.04736
flops: 80 / 80 / 0.4042
other cells: 1 / 18 / 0.0009464
compound gates: 64 / 64 / 0.1130
fa+ha+maj: 34 / 34 / 0.1074
[layout by cell type, fill, tap and decap left out, types with 2 or more instances in the layout]
cell and n:
buf_4 2, inv_1 27, nor2_4 8, clkbuf_8 10
conb_1 18, nand2_1 25, nand4_1 16, a2111oi_1 2
a21o_1 4, or3_1 4, a31oi_1 2, a311oi_1 2
nor2_1 58, nand3_1 27, nor3_2 2, dfxtp_1 80
o21a_1 4, a21oi_1 20, and4_1 4, a211oi_1 10
o21ai_0 4, clkdlybuf4s50_1 19, a211o_1 2, xnor2_1 17
nor3_1 6, nor4_1 5, a221oi_1 3, nand3b_1 2
inv_6 2, bufinv_16 2, nor2_2 2, xor2_1 25
o22ai_1 3, and3_1 4, ha_1 34
[worst max-delay path: stages (launching register included)]
cell      delay, ps
dfxtp_1         360
inv_1           340
ha_1            340
and4_1          220
a221o_1         310
a211oi_1        390
nand3b_1        420
buf_4           370
nor2_1          130
[layout make-up]
cell class	count	area share
Multi-Input combinational cell	330	0.4963
Sequential cell	80	0.3553
Timing Repair Buffer	21	0.04552
Clock buffer	10	0.03053
Tap cell	102	0.02831
Inverter	27	0.02248
Clock inverter	6	0.02165
Power and IR drop assume default switching activity.
