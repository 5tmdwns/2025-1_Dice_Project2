$ cat config.mk
export PLATFORM = sky130hd
export DESIGN_NAME = husky_request
export DESIGN_NICKNAME = husky_request
export VERILOG_FILES = /design/flow/design.v
export SDC_FILE = /design/flow/constraint.sdc
export NUM_CORES = 4
export LEC_CHECK = 1
export CORE_UTILIZATION = 30
$ cat constraint.sdc
current_design husky_request

set clk_period 3.4
set clk_io_pct 0.2

create_clock -name clk0 -period $clk_period [get_ports {clk}]

set non_clock_inputs [all_inputs -no_clocks]
set_input_delay [expr $clk_period * $clk_io_pct] -clock clk0 $non_clock_inputs
set_output_delay [expr $clk_period * $clk_io_pct] -clock clk0 [all_outputs]
$ cat design.v
`timescale 1ns / 1ps
module baudgen_tx #(
		    parameter BAUD_DIV = 1250
		    )(
		      input wire  rst,
		      input wire  clk,
		      input wire  baud_clk_en,
		      output wire baud_clk
		      );
   localparam N = $clog2(BAUD_DIV);
   reg [N-1:0] 			  divide_cnt = 0;
   assign baud_clk = (divide_cnt == 0) ? baud_clk_en : 0;
   always @(posedge clk) begin
      if (rst) divide_cnt <= 0;
      else begin
	 if (baud_clk_en) divide_cnt <= (divide_cnt == BAUD_DIV - 1) ? 0 : divide_cnt + 1;
	 else divide_cnt <= BAUD_DIV - 1;
      end
   end
endmodule
`timescale 1ns / 1ps
module husky_request(
		     input wire       clk,
		     input wire       rst,
		     input wire       req_husky_start,
		     input wire [7:0] req_husky_cmd,
		     input wire [7:0] req_husky_data_len,
		     output reg       req_husky_done,
		     output wire      tx_husky
		     );
   localparam PACKET_LEN = 3'd6;
   wire 			      tx_husky_ready;
   reg [7:0] 			      tx_husky_packet [0:5];
   reg [2:0] 			      byte_index;
   reg [2:0] 			      state, next_state;
   reg [7:0] 			      tx_husky_data;
   reg 				      tx_husky_start;
   uart_tx
     uart_tx_husky_inst (
			 .clk(clk),
			 .rst(rst),
			 .tx_start(tx_husky_start),
			 .tx_data(tx_husky_data),
			 .tx(tx_husky),
			 .tx_ready(tx_husky_ready));
   always @(*) begin
      tx_husky_packet[0] = 8'h55;
      tx_husky_packet[1] = 8'hAA;
      tx_husky_packet[2] = 8'h11;
      tx_husky_packet[3] = req_husky_data_len;
      tx_husky_packet[4] = req_husky_cmd;
      tx_husky_packet[5] = tx_husky_packet[0] + tx_husky_packet[1] + tx_husky_packet[2] + tx_husky_packet[3] + tx_husky_packet[4];
   end
   localparam IDLE = 3'b000;
   localparam BUILD = 3'b001;
   localparam LOAD = 3'b010;
   localparam SEND = 3'b011;
   localparam WAIT = 3'b100;
   localparam DONE = 3'b101;
   always @(posedge clk) begin
      if (rst) begin
	 state <= IDLE;
	 byte_index <= 3'd0;
      end
      else begin
	 state <= next_state;
	 if (state == LOAD) tx_husky_data <= tx_husky_packet[byte_index];
	 if (state == WAIT && tx_husky_ready && byte_index < PACKET_LEN - 3'd1) byte_index <= byte_index + 3'd1;
	 if (state == DONE) byte_index <= 3'd0;
      end
   end
   always @(*) begin
      next_state = state;
      tx_husky_start = 1'b0;
      req_husky_done = 1'b0;
      case (state)
	IDLE : begin
	   if (req_husky_start) next_state = BUILD;
	end
	BUILD : begin
	   next_state = LOAD;
	end
	LOAD : begin
	   tx_husky_start = 1'b1;
	   next_state = SEND;
	end
	SEND : begin
	   next_state = WAIT;
	end
	WAIT : begin
	   if (tx_husky_ready) next_state = (byte_index == PACKET_LEN - 3'd1) ? DONE : LOAD;
	end
	DONE : begin
	   req_husky_done = 1'b1;
	   next_state = IDLE;
	end
      endcase
   end
endmodule
`timescale 1ns / 1ps
module uart_tx(
	       input wire 	clk,
	       input wire 	rst,
	       input wire 	tx_start,
	       input wire [7:0] tx_data,
	       output reg 	tx,
	       output reg 	tx_ready
	       );
   wire 			baud_clk;
   reg [9:0] 			shifter;
   reg [3:0] 			bit_counter;
   reg [7:0] 			tx_data_reg;
   reg 				shifter_rst;
   reg 				baud_clk_en;
   reg [1:0] 			state, next_state;
   localparam IDLE = 2'b00;
   localparam START = 2'b01;
   localparam TRANS = 2'b10;
   baudgen_tx
     baudgen_tx_inst (
		      .rst(rst),
		      .clk(clk),
		      .baud_clk_en(baud_clk_en),
		      .baud_clk(baud_clk));
   always @(posedge clk) begin
      if (rst) tx_data_reg <= 8'd0;
      else begin
	 if (tx_start == 1'b1 && state == IDLE) tx_data_reg <= tx_data;
      end
   end
   always @(posedge clk) begin
      if (rst) begin
	 shifter <= 10'b11_1111_1111;
	 bit_counter <= 4'd0;
      end
      else begin
	 if (shifter_rst == 1'b1) begin
	    shifter <= {tx_data_reg, 2'b01};
	    bit_counter <= 4'd0;
	 end
	 else if (shifter_rst == 1'b0 && baud_clk == 1'b1) begin
	    shifter <= {1'b1, shifter[9:1]};
	    bit_counter <= bit_counter + 4'd1;
	 end
	 tx <= shifter[0];
      end
   end
   always @(posedge clk) begin
      if (rst) state <= IDLE;
      else state <= next_state;
   end
   always @(*) begin
      next_state = state;
      baud_clk_en = 1'b0;
      case (state) 
	IDLE : begin
	   shifter_rst = 1'b0;
	   tx_ready = 1'b1;
	   if (tx_start == 1'b1) next_state = START;
	end
	START : begin
	   shifter_rst = 1'b1;
	   baud_clk_en = 1'b1;
	   tx_ready = 1'b0;
	   next_state = TRANS;
	end
	TRANS : begin
	   shifter_rst = 1'b0;
	   baud_clk_en = 1'b1;
	   tx_ready = 1'b0;
	   if (bit_counter == 4'd11) next_state = IDLE;
	end
	default : begin
	   shifter_rst = 1'b0;
	   tx_ready = 1'b0;
	end
      endcase
   end
endmodule
$ cat run.sh
#!/bin/bash
# OpenROAD 26Q1-2900-gdf79404cd8, Yosys 0.63+post, stock flow scripts
make -C /OpenROAD-flow-scripts/flow DESIGN_CONFIG=/design/flow/config.mk WORK_HOME=/design/flow/orfs finish
==> run_results.csv <==
group,metric,value,unit
outcome,status,"complete, no violations",
clock_tree,worstSkewPairLatency,290,ps
timing,holdWs,441,ps
run,drv_cap,0,
timing,hold_viol_final,0,
timing,final-setup-viol-count,0,
routing,num_vias,2081,
floorplan,num_rows,34,
timing,finClkSkew,2.67,ps
global_routing,grt_max_degree,27,
floorplan,fp-utilization,31.6,%
setup_path,required,3430,ps
setup_path,critPathArrivalTime,2770,ps
yosys,ys_cells,302,
layout,instances_no_fill,428,
min_path,min_path_type,"reg -> reg",
routing,via_per_inst,4.86,
timing,slew_violations,0,
placement,dpl_cell_area,3100,um^2
layout,layout-drive-gt1-share,5.00,%
setup_path,critPathSlowestCell,"clkdlybuf4s50_1",
setup_path,path_max_fanout,3,
yosys,ys.flop_type,"dfxtp_1",
routing,diodes,0,
clock_tree,post_cts_resized,0,
setup_path,crit_chain,"clkdlybuf4s50_1 > ha_1 > ha_1 > inv_1 > fa_1 > nand2b_1 > a21oi_1 > o22ai_1 > xnor2_1 > o221ai_1",
setup_path,cpMostUsedCell,"ha_1",
power_and_ir_drop,power.density,384,nW/um^2
placement,post-place-cells,420,
placement,gp_congestion,0.920,
setup_path,slowest_delay,430,ps
layout,finalCoreUtilization,36.2,%
global_routing,grt.total_usage,10.6,%
yosys,top_cell_area_share,32.2,%
routing,firstDrtPassIters,4,
layout,largest_reg_flops,11,
yosys,synth_flops,54,
yosys,yosys_warnings,4,
yosys,yosys_area,2790,um^2
global_routing,antenna_found_initial,0,
routing,drc,0,
routing,ant_nets,0,
floorplan,fp.dieW,98.5,um
run,warning_count,31,
timing,fin_crit_sh,80.6,%
floorplan,io_pins,21,
timing,setup_tns,0,ps
setup_path,critPathKind,"in -> reg",
global_routing,grt_pass1_wl,8450,um
clock_tree,root_buffer,"clkbuf_8",
yosys,netlist_area,2790,um^2
yosys,edf_count,9,
clock_tree,cts_tree,"built",
clock_tree,cts.path.max_buffers,2,
layout,stdcell_area,3200,um^2
floorplan,die.size.y,98.5,um
floorplan,core,8850,um^2
layout,top_register,"uart_tx_husky_inst.baudgen_tx_inst.divide_cnt",
layout,area_delta_synth_final,14.6,%
timing,clock.fmax,365,MHz
yosys,largest_area_cell,"dfxtp_1",
timing,worstMarginPinSlew,806,ps
placement,place_hpwl,3670,um
clock_tree,numCtsBuffers,5,
clock_tree,numClockSinks,54,
timing,fin_crit,2740,ps
routing,wire_per_inst,11.6,um
yosys,area_leaders,"dfxtp_1 32%, ha_1 11%, edfxtp_1 9.7%",
yosys,synth_area_per_cell,9.25,um^2
yosys,ys_seq_share,41.9,%
clock_tree,clk_pin_slew_worst_paths,90,ps
layout,largest_registers,"uart_tx_husky_inst.baudgen_tx_inst.divide_cnt (11), uart_tx_husky_inst.shifter (10)",
global_routing,grt-ovfl-total,0,
yosys,async_flop_share,0,%
routing,drt_iter0_markers,103,
setup_path,cp-start-kind,"input pin",
routing,routed_wl,4980,um
global_routing,grt_pass1_vias,1876,
power_and_ir_drop,ir_drop,0.000217,V
timing,max_slew_margin,46.3,%
yosys,top_cell,"dfxtp_1",
clock_tree,htreeDepth,2,
timing,rsz0062_at_grt,"no",
floorplan,chipArea,9700,um^2
placement,port-buffer-count,20,
power_and_ir_drop,power_leakage,0.00124,uW
yosys,ys_types,46,
clock_tree,post-cts-setup-buffers,0,
clock_tree,postCtsHoldBufs,0,
yosys,common_cells,"45 x dfxtp_1, 25 x nor2_1, 24 x ha_1",
yosys,syn_inst,302,
setup_path,endpoint_kind,"register",
==> worst paths after layout <==
path / start / endpoint / slack (ps) / depth (start not counted)
max: req_husky_cmd[1] / tx_husky_data[7] / 660 / 10
min: uart_tx_husky_inst.shifter[0] / uart_tx_husky_inst.tx / 440 / 0
max reg2reg: uart_tx_husky_inst.baudgen_tx_inst.divide_cnt[0] / uart_tx_husky_inst.shifter[8] / 1280 / 7
min reg2reg: uart_tx_husky_inst.shifter[0] / uart_tx_husky_inst.tx / 440 / 0
==> cells by family (layout without fill, tap and decap cells) <==
family | after synthesis | after routing | share of synthesized area, %
compound gates | 63 | 63 | 14.7
mux | 4 | 4 | 1.43
xor+xnor | 17 | 17 | 5.60
simple gates | 107 | 107 | 20.3
buf+inv | 32 | 50 | 4.57
fa+ha+maj | 25 | 25 | 11.5
flops | 54 | 54 | 41.9
==> metal layers <==
layer	wire (um)	global-route usage (%)	vias up
met3	131	1.37	4
met4	43	0.918	0
li1	-	-	1104
met2	2110	16.7	31
met5	0	0	-
met1	2690	16.6	942
==> cells in the final DEF, fill, tap and decap left out, types with 5 or more instances in the layout <==
cell type and n:
dfxtp_1 45, nor2_1 25, ha_1 24, a21oi_1 21, nand2_1 20, clkdlybuf4s50_1 20, inv_1 19, nand3_1 14
o21ai_0 12, nor3_1 12, a211oi_1 9, edfxtp_1 9, xor2_1 8, xnor2_1 8, and3_1 8, nor3b_1 7
and2b_1 6, clkbuf_8 5
==> stage by stage <==
step | worst slack (ps) | total power (uW)
finish | 659 | 1230
global route | 620 | 1290
CTS | 682 | 1250
detailed placement | 360 | 834
global placement | 396 | 835
floorplan | 934 | 784
==> area by class of cell <==
type / instances / area [um^2]
repair buffers: 23 / 223
clock inverters: 1 / 30.0
multi-input cells: 216 / 1500
flip-flops and latches: 54 / 1170
fillers: 880 / 5650
clock buffers: 7 / 76.3
well taps: 108 / 135
inverters: 19 / 71.3
==> power by group <==
part	switching [uW]	internal [uW]	leakage, uW	total (uW)
Clock	191	220	0.0000524	411
Combinational	72.2	67.1	0.000748	139
Sequential	14.7	666	0.000443	681
Total	277	954	0.00124	1230
==> critical path: cells and delay by family <==
kind / cells / cell delay (ps)
adder cells (fa/ha/maj): 3 / 830
AND/OR/NAND/NOR: 1 / 190
XOR/XNOR: 1 / 160
buffers and inverters: 2 / 490
AND-OR/OR-AND: 3 / 420
No activity file was given, so power comes from the tool's default toggle rates.
